**flow/config.mk**
```make
export PLATFORM = sky130hd
export DESIGN_NAME = uart_rx
export DESIGN_NICKNAME = uart_rx
export VERILOG_FILES = /design/flow/design.v
export SDC_FILE = /design/flow/constraint.sdc
export NUM_CORES = 4
export LEC_CHECK = 1
export CORE_AREA = 10 10 110 110
export DIE_AREA = 0 0 120 120
```
**flow/constraint.sdc**
```tcl
current_design uart_rx

set clk_period 3.8
set clk_io_pct 0.2

create_clock -name clk0 -period $clk_period [get_ports {clk}]

set non_clock_inputs [all_inputs -no_clocks]
set_input_delay [expr $clk_period * $clk_io_pct] -clock clk0 $non_clock_inputs
set_output_delay [expr $clk_period * $clk_io_pct] -clock clk0 [all_outputs]
```
**flow/design.v**
```verilog
module uart_rx (
    input clk               ,   
    input rst_n             ,  
    input uart_rxd            ,
    output reg       uart_rx_done,
    output reg [7:0] uart_rx_data
);
parameter CLK_FREQ   =      50000000  ;
parameter UART_BPS   =      115200    ;
localparam BAUD_RATE_CNT_MAX = CLK_FREQ/UART_BPS; 
reg rx_d0               ;
reg rx_d1               ;
reg rx_d2               ;
reg         rx_ready    ;
reg [3:0]   rx_cnt      ;
reg [15:0]  BD_cnt      ;
reg [7:0]   rx_data_tmp ;
wire        start_en    ;
assign start_en = rx_d2 & (~rx_d1) & (~rx_ready);
always @(posedge clk or negedge rst_n) begin
    if(!rst_n) begin
        rx_d0 <= 1'd0; 
        rx_d1 <= 1'd0;
        rx_d2 <= 1'd0;
    end
    else begin
        rx_d0 <= uart_rxd; 
        rx_d1 <= rx_d0 ;
        rx_d2 <= rx_d1 ;
    end
end
always @(posedge clk or negedge rst_n) begin
    if (!rst_n) begin
        rx_ready <= 1'd0;
    end
    else if(start_en) begin
        rx_ready <= 1'b1;
    end
    else if((rx_cnt == 4'd9) && (BD_cnt == BAUD_RATE_CNT_MAX/2 - 1'd1)) begin
        rx_ready <= 1'b0;
    end
    else begin
        rx_ready <= rx_ready;
    end
end
always @(posedge clk or negedge rst_n) begin
    if (!rst_n) begin
        BD_cnt <= 16'd0;
    end
    else if(rx_ready) begin
        if (BD_cnt < BAUD_RATE_CNT_MAX - 1'd1) begin
            BD_cnt <= BD_cnt + 16'd1;  
        end
        else begin
            BD_cnt <= 16'd0;  
        end
    end
    else begin
        BD_cnt <= 16'd0;  
    end
end
always @(posedge clk or negedge rst_n) begin
    if(!rst_n) begin
        rx_cnt <= 4'd0;
    end
    else if (rx_ready)begin
        if(BD_cnt == BAUD_RATE_CNT_MAX - 1) begin
            rx_cnt <= rx_cnt + 1'd1;
        end
        else begin
            rx_cnt <= rx_cnt;
        end
    end
    else begin
        rx_cnt <= 4'd0;
    end
end
always @(posedge clk or negedge rst_n) begin
    if(!rst_n) 
        rx_data_tmp <= 8'b0;
    else if(rx_ready) begin                           
        if(BD_cnt == BAUD_RATE_CNT_MAX/2 - 1'b1) begin  
           case(rx_cnt)
               4'd1 : rx_data_tmp[0] <= rx_d2;   
               4'd2 : rx_data_tmp[1] <= rx_d2;
               4'd3 : rx_data_tmp[2] <= rx_d2;
               4'd4 : rx_data_tmp[3] <= rx_d2;
               4'd5 : rx_data_tmp[4] <= rx_d2;
               4'd6 : rx_data_tmp[5] <= rx_d2;
               4'd7 : rx_data_tmp[6] <= rx_d2;
               4'd8 : rx_data_tmp[7] <= rx_d2;   
               default : ;
            endcase  
        end
        else
            rx_data_tmp <= rx_data_tmp;
    end
    else
        rx_data_tmp <= 8'b0;
end   
always @(posedge clk or negedge rst_n) begin
    if (!rst_n) begin
        uart_rx_done <= 1'b0; 
        uart_rx_data  <= 8'b0;
    end
    else if(rx_cnt == 4'd9 && BD_cnt == BAUD_RATE_CNT_MAX/2 - 1'b1)begin
        uart_rx_done <= 1'b1;
        uart_rx_data  <= rx_data_tmp;
    end
    else begin
        uart_rx_done <= 1'd0;
        uart_rx_data  <= uart_rx_data;
    end
end
endmodule
```
**flow/run.sh**
```bash
#!/bin/bash
# OpenROAD 26Q1-2900-gdf79404cd8, Yosys 0.63+post, stock flow scripts
make -C /OpenROAD-flow-scripts/flow DESIGN_CONFIG=/design/flow/config.mk WORK_HOME=/design/flow/orfs finish
```
==> impl.org <==
#+TITLE: Physical design notes

** Drt
- In this run, the number of DRC markers left after iteration 0 of detailed routing was 53.
- The routed layout has 1191 vias.
- The final layout contains routed wiring with a total length of 3170 µm.
- Total iterations of the first detailed-routing run :: 4
- After detailed routing, the average wire length per cell comes to 9.99 µm.
- In this run the remaining antenna-violating nets after routing total 0.
- For this run, design rule violations remaining after detail routing come to 0.
- The repair_antennas step left the layout with diodes totalling 0.
- Using the TritonRoute via totals, the vias-per-cell ratio works out to 3.76.

** Worst setup path
- The largest single stage delay on the critical path is 0.50 ns.
- On the critical path the largest part of the delay comes from simple AND/OR/NAND/NOR gates.
- STA puts the critical path data required time at 3.97 ns.
- Kind of launch point of the worst setup path :: register
- The number of buffers and inverters on the critical path is 1.
- Series of cell instances along the critical path :: inv_1, ha_1, or4b_1, nor4_2, nand4_1, mux2_2
- STA classifies the critical path endpoint as a register.
- The data arrival time reported for the critical path is 2.57 ns.
- Worst path slowest cell :: sky130_fd_sc_hd__or4b_1
- The worst setup path is of the register to register kind.
- Of all nets on the critical path, the largest fanout is 8.

** Global route
- GRT met3 Usage :: 0.0148
- Entering global routing, the biggest net connects 42 pins.
- The first global-routing pass estimated 5750 µm of wire.
- Routing layer with the top usage in global route :: met2
- Met1 routing resource usage after global routing :: 0.0664
- GRT overflow :: 0
- Vias in the first global route :: 1208
- The number of antenna violations at the first check in global routing came to 0.
- GRT Util Overall :: 0.0464
- Fraction of met2 tracks used by global routing :: 0.0705

** Cells and area
- Most frequent standard cell in the layout excluding fill and tap cells :: sky130_fd_sc_hd__dfrtp_1
- Finished layout cell area :: 0.00219 mm²
- Between the synthesized netlist and the finished layout, the area growth was recorded as 21.9%.
- Most frequent cells in the layout :: sky130_fd_sc_hd__dfrtp_1, sky130_fd_sc_hd__nor2_1, sky130_fd_sc_hd__nand2_1
- In the final layout, the share of cells above drive strength 1 is 0.120.

** Synth
- After synthesis, the chip area reported by Yosys is 0.00179 mm².
- Among the non-sequential cells, simple AND/OR/NAND/NOR gates take the most area.
- AND/OR/NAND/NOR Cells, Area Fraction :: 0.185
- A synthesized cell averages 10.9 µm².
- For this run, the register share of the synthesized area comes to 0.572.
- Per the synth log, the flip-flop and latch total comes to 41.
- The cell area that synthesis handed to floorplanning was 0.00179 mm².
- The cell-mix breakdown from Yosys lists the adder-cell area share as 0.0558.
- Area share of and-or/or-and cells after synthesis :: 0.0537
- The synthesized design contains 0 enable-type register cells.
- The share of synthesized area in the top cell type comes to 0.572.
- For this design, Yosys synthesis ends with a cell count of 164.
- Post-synth top flop :: sky130_fd_sc_hd__dfrtp_1
- Looking at area per cell type in the netlist, the leader is sky130_fd_sc_hd__dfrtp_1.
- The number of different library cells used by synthesis comes to 27.
- Post-synth mux share :: 0.0670
- Biggest area cells :: sky130_fd_sc_hd__dfrtp_1, sky130_fd_sc_hd__ha_1, sky130_fd_sc_hd__mux2_2, sky130_fd_sc_hd__nand4_1, sky130_fd_sc_hd__nor2_1
- The synthesized netlist handed to floorplanning was reported with a cell count of 164.
- The synthesis report lists the Yosys warning total as 1.
- Ys async rst share :: 1.00
- Xor and xnor fraction of the mapped netlist area :: 0.0342

** STA
- The final layout reports a setup TNS of 0 ns.
- Final setup violation count :: 0
- Fin crit period :: 2.40 ns
- Per the timing report, the achievable frequency comes out to 0.417 GHz.
- The final timing summary puts the cycle share of the worst path at 0.631.
- Setup repair after global routing left no endpoint under its margin.
- Worst-margin pin slew :: 0.973 ns
- The final timing report lists a max-slew violation count of 0.
- Across the routed clock network, the largest skew measured is 0.00664 ns.
- Headroom to the max-slew limit came out at 0.346.
- Final number of hold-violating endpoints :: 0

** Place
- Estimated wirelength of the detail-placed design :: 2270 µm
- RePlAce Congestion :: 0.826
- In this run the cell area measured after placement is 0.00207 mm².
- The buffer_ports step reported a buffer count of 11.

** Die
- The floorplan step defined a die boundary enclosing 0.0144 mm².
- Die H :: 120 µm
- Core Density at Floorplan :: 0.183
- X dimension of the die :: 120 µm
- The floorplan has 36 rows.
- The region available for standard cell placement spans 0.00977 mm².
- Top-Level Pins :: 12

** Clocking
- CTS sink count :: 41
- Clock tree synthesis selected as its root buffer the cell sky130_fd_sc_hd__clkbuf_8.
- The skew report gives the latency at the later pin of the worst-skew pair as 0.29 ns.
- Post-CTS timing repair inserted 0 buffers for setup.
- TritonCTS built the clock tree.
- Per the TritonCTS log, the buffer count is 5.
- On the worst setup and hold paths after CTS, the clock-pin slew comes to 0.08 ns.
- The report lists the number of cells resized after CTS as 0.
- CTS HTree Levels :: 2
- The report puts the hold buffer count at CTS at 0.
- The clock passes through at most 2 buffers.

** Power
- Power spread over the standard cell area amounts to 375 mW/mm².
- Looking at the VDD voltage map, the peak drop is 152 µV.
- Static power due to leakage :: 0.908 nW

** Job
- Total number of warnings across the stage logs :: 31
- Tally of max-capacitance violations :: 0

** Min path
- Note that the worst hold path type here is register to register.

** Run status
- Outcome :: finished, final reports clean
[power by group]
part	switching, W	internal [W]	total, W
Sequential	0.00000595	0.000443	0.000449
Clock	0.000152	0.000197	0.000349
Combinational	0.0000176	0.00000471	0.0000223
[cells in the mapped netlist, types with 3 or more instances]
cell type / n
sky130_fd_sc_hd__nand2_1: 15
sky130_fd_sc_hd__or3_1: 3
sky130_fd_sc_hd__dfrtp_1: 41
sky130_fd_sc_hd__xnor2_1: 5
sky130_fd_sc_hd__inv_1: 8
sky130_fd_sc_hd__ha_1: 8
sky130_fd_sc_hd__clkbuf_1: 4
sky130_fd_sc_hd__nand4_1: 11
sky130_fd_sc_hd__mux2i_1: 3
sky130_fd_sc_hd__o21ai_0: 9
sky130_fd_sc_hd__a21oi_1: 9
sky130_fd_sc_hd__mux2_2: 8
sky130_fd_sc_hd__nor2_1: 17
sky130_fd_sc_hd__nand3_1: 5
[sequential cells by signal (all words and copies together), names as in the netlist]
name	flops
rx_ready	1
BD_cnt	16
rx_d2	1
uart_rx_done	1
uart_rx_data	8
rx_data_tmp	8
rx_d1	1
rx_d0	1
rx_cnt	4
[cell type report]
| cell class | instances | area, µm² |
|---|---|---|
| fillers | 1046 | 7590 |
| flip-flops and latches | 41 | 1030 |
| multi-input cells | 115 | 736 |
| well taps | 133 | 166 |
| repair buffers | 12 | 113 |
| clock buffers | 5 | 68.8 |
| clock inverters | 3 | 46.3 |
| inverters | 8 | 30.0 |
[cells by family (layout without fill, tap and decap cells)]
family | Yosys count | count (layout)
and+or+nand+nor | 63 | 63
DFF | 41 | 41
AOI/OAI and AO/OA | 19 | 19
buffers and inverters | 14 | 28
muxes | 11 | 11
adders and majority gates | 8 | 8
xor gates and xnor gates | 7 | 7
other | 1 | 7
[per-stage QoR]
stage | setup WS, ns | cells | hold WS (ns) | util | power (W)
final | 1.40 | 317 | 0.352 | 0.224 | 0.000820
after global routing | 1.14 | 317 | 0.366 | 0.224 | 0.000852
after CTS | 1.38 | 317 | 0.357 | 0.224 | 0.000833
after detailed placement | 1.40 | 309 | 0.337 | 0.212 | 0.000481
after global placement | 1.46 | 309 | 0.338 | 0.212 | 0.000480
after floorplan | 1.67 | 170 | 0.331 | - | 0.000466
[path summary, 6_finish.rpt]
path	cells past startpoint	slack, ns	from	endpoint
max	6	1.40	BD_cnt[0]	uart_rx_data[5]
min	0	0.35	rx_d0	rx_d1
max reg2reg	6	1.40	BD_cnt[0]	uart_rx_data[5]
min reg2reg	0	0.35	rx_d0	rx_d1
max in group asynchronous	2	2.93	rst_n	uart_rx_data[6]
min in group asynchronous	2	0.52	rst_n	uart_rx_data[0]
[per-layer routing]
layer / part of all wire / wire [µm]
met1: 0.51 / 1620
met2: 0.44 / 1400
met3: 0.045 / 143
met4: 0 / 0
met5: 0 / 0
Power and IR drop assume default switching activity.
