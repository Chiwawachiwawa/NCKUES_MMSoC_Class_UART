==> /design/flow/design.v <==
module uart_tx(
 input          clk                  , 
 input          rst_n                , 
 input          uart_tx_en           ,
 input [7:0]    uart_tx_data         , 
 output reg     uart_txd             , 
 output reg     uart_tx_busy 
 );
    parameter UART_BPS          =      115200               ;
    parameter CLK_FREQ          =      50000000             ;
    localparam BAUD_CNT_MAX     =      CLK_FREQ/UART_BPS    ;
    reg [7:0]   tx_reg;
    reg [3:0]   tx_cnt;
    reg [15:0]  BD_cnt;
always @(posedge clk or negedge rst_n) begin
    if (!rst_n) begin
        tx_reg       = 8'b0;
        uart_tx_busy = 1'b0;
    end
    else if(uart_tx_en) begin
        tx_reg       <= uart_tx_data  ;
        uart_tx_busy <= 1'b1          ;
    end
    else if(tx_cnt == 4'd9 && BD_cnt ==  BAUD_CNT_MAX - BAUD_CNT_MAX/16)begin  
        tx_reg          <= 8'd0         ;
        uart_tx_busy    <= 1'b0         ;
    end
    else begin
        tx_reg          <= tx_reg       ;
        uart_tx_busy    <= uart_tx_busy ;
    end 
end
always @(posedge clk or negedge rst_n) begin
    if(!rst_n) begin
        BD_cnt <= 16'b0;
    end
    else if(uart_tx_busy) begin
        if (BD_cnt < BAUD_CNT_MAX - 1) begin
            BD_cnt <= BD_cnt + 16'd1;
        end
        else begin
            BD_cnt <= 16'd0         ; 
        end
    end
    else begin
        BD_cnt <= 16'd0             ; 
    end
end
always @(posedge clk or negedge rst_n) begin
    if (!rst_n) begin
        tx_cnt <= 4'b0;
    end
    else if(uart_tx_busy) begin
        if (BD_cnt == BAUD_CNT_MAX - 1) begin
            tx_cnt <= tx_cnt + 1'd1;
        end
        else begin
            tx_cnt <= tx_cnt;
        end
    end
    else begin
        tx_cnt <= 4'd0;
    end
end
always @(posedge clk or negedge rst_n) begin
    if(!rst_n)begin
        uart_txd <= 1'd1;
    end
    else if(uart_tx_busy)begin
        case (tx_cnt)
            4'd0 : uart_txd <= 1'd0;  
            4'd1 : uart_txd <= tx_reg[0];
            4'd2 : uart_txd <= tx_reg[1];
            4'd3 : uart_txd <= tx_reg[2];
            4'd4 : uart_txd <= tx_reg[3];
            4'd5 : uart_txd <= tx_reg[4];
            4'd6 : uart_txd <= tx_reg[5];
            4'd7 : uart_txd <= tx_reg[6];
            4'd8 : uart_txd <= tx_reg[7];
            4'd9 : uart_txd <= 1'b1     ;  
            default: uart_txd <= 1'b1;
        endcase
    end
    else begin
        uart_txd <= 1'd1;
    end    
end
endmodule
==> /design/flow/run.sh <==
#!/bin/bash
# OpenROAD 26Q1-2900-gdf79404cd8, Yosys 0.63+post, stock flow scripts
make -C /OpenROAD-flow-scripts/flow DESIGN_CONFIG=/design/flow/config.mk WORK_HOME=/design/flow/orfs finish
==> /design/flow/config.mk <==
export PLATFORM = sky130hd
export DESIGN_NAME = uart_tx
export DESIGN_NICKNAME = uart_tx
export VERILOG_FILES = /design/flow/design.v
export SDC_FILE = /design/flow/constraint.sdc
export NUM_CORES = 4
export LEC_CHECK = 1
export CORE_AREA = 10 10 105 105
export DIE_AREA = 0 0 115 115
==> /design/flow/constraint.sdc <==
current_design uart_tx

set clk_period 2.6
set clk_io_pct 0.2

create_clock -name clk0 -period $clk_period [get_ports {clk}]

set non_clock_inputs [all_inputs -no_clocks]
set_input_delay [expr $clk_period * $clk_io_pct] -clock clk0 $non_clock_inputs
set_output_delay [expr $clk_period * $clk_io_pct] -clock clk0 [all_outputs]
==> flow_metrics.py <==
# Metrics from the implementation run
metrics = {
    "synth": {
        "synth_cells": 124,
        "common_cells": "29 x dfrtp_1, 14 x nor2_1, 9 x a22o_1",
        "ys_cells": 124,
        "netlist.area_leader.share_pct": 51.5,
        "ys_ff": 30,
        "async_flop_share_pct": 100,
        "topCellsByArea": "dfrtp_1 51%, ha_1 6.2%, a22o_1 5.6%",
        "yosys_warnings": 1,
        "edf_count": 0,
        "largest_area_cell": "dfrtp_1",
        "yosys_area_um2": 1410,
        "avgSynthCellArea_um2": 11.4,
        "synth.distinct_cells": 39,
        "synth-main-ff-cell": "dfrtp_1",
        "synth_area_um2": 1410,
        "yosysMostFrequentCell": "dfrtp_1",
        "ys_seq_share_pct": 53.3,
    },
    "timing": {
        "hold_viol": 0,
        "rsz0062_at_grt": "no",
        "fin_hold_ws_ns": 0.504,
        "setup_viol": 0,
        "fin_setup_tns_ns": 0,
        "final.period_utilization_pct": 72.6,
        "slew_viol_final": 0,
        "fin_crit_ns": 1.89,
        "setup_ws_ns": 0.712,
        "max_clock_freq_mhz": 530,
        "fin_worst_skew_ns": 0.00373,
    },
    "floorplanning": {
        "fp_util_pct": 16.1,
        "die_area_um2": 13200,
        "core_um2": 8760,
        "io_pins": 13,
        "die_h_um": 115,
        "fp.dieW_um": 115,
        "row_count": 34,
    },
    "drt": {
        "drc": 0,
        "dr_total_vias": 942,
        "ant_nets": 0,
        "drt-vias-per-instance": 3.69,
        "wirelength_mm": 2.65,
        "drtIter0Drc": 7,
        "antenna-diode-count": 0,
        "wire_per_inst_um": 10.4,
        "firstDrtPassIters": 4,
    },
    "worst_setup_path": {
        "end_kind": "register",
        "worst-setup-path-type": "register to register",
        "cp.required_ns": 2.77,
        "path_max_fanout": 8,
        "cp.arrival_ns": 2.05,
        "crit_path_start_kind": "register",
    },
    "cts": {
        "postCtsSetupBuffers": 0,
        "cts_root_buf": "clkbuf_8",
        "clkSinkCount": 30,
        "tritoncts": "done",
        "numCtsBuffers": 5,
        "clk_pin_slew_ns": 0.06,
        "cts_resized": 0,
        "clock_latency_ns": 0.28,
        "cts_htree_levels": 2,
        "cts_hold_buf": 0,
        "cts_buffer_depth": 2,
    },
    "global_route": {
        "gr-total-overflow": 0,
        "grt_pass1_vias": 918,
        "grt_max_degree": 31,
        "grt_use_total_pct": 4.18,
        "grt_pass1_wl_mm": 4.64,
        "antenna_found_initial": 0,
    },
    "layout": {
        "fin_area_um2": 1770,
        "largest_reg_flops": 16,
        "areaGrowthSynthToFinish_pct": 25.6,
        "num-fill-cells": 965,
        "instances_no_fill": 255,
        "drive_above_1_share_pct": 10.2,
        "flop_area_um2": 752,
        "mi_logic_area_um2": 638,
    },
    "place": {
        "place_hpwl_mm": 1.90,
        "numPlacedInstances": 247,
        "dp_slack_ns": 0.730,
        "place_congestion": 0.792,
        "port_buffers": 12,
        "placed_area_um2": 1680,
    },
    "pwr": {
        "powerDensity_nw_per_um2": 520,
        "vdd_ir_drop_max_uv": 249,
        "power.leakage_nw": 0.746,
    },
    "min_path": {
        "min_path_type": "register to register",
    },
    "run": {
        "maxCapViolCount": 0,
        "warning_count": 30,
    },
    "outcome": {
        "status": "finished, final reports clean",
    },
}
-- cell families (layout without fill, tap and decap cells) --
family | count (synthesis) | after routing | synth area share [%]
adders and majority gates | 7 | 7 | 6.21
AOI/OAI and AO/OA | 23 | 23 | 13.0
and+or+nand+nor | 44 | 44 | 19.1
DFF | 30 | 30 | 53.3
muxes | 1 | 1 | 0.710
other | 1 | 7 | 0.266
buffers and inverters | 11 | 28 | 3.02
xor gates and xnor gates | 7 | 7 | 4.35
-- where the power goes --
group | total (mW) | internal, mW | switching (mW) | leakage (nW)
sequential | 0.493 | 0.484 | 0.00928 | 0.380
combinational | 0.0449 | 0.0250 | 0.0199 | 0.318
clock | 0.382 | 0.213 | 0.169 | 0.0482
-- worst paths after layout --
check,startpoint,endpoint,slack (ns),cells after the start
setup / recovery,tx_cnt[1],tx_reg[3],0.71,5
hold / removal,tx_reg[2],tx_reg[2],0.50,1
setup reg to reg,tx_cnt[1],tx_reg[3],0.71,5
hold reg to reg,tx_reg[2],tx_reg[2],0.50,1
max in group asynchronous,rst_n,uart_txd,1.67,2
min in group asynchronous,rst_n,BD_cnt[6],0.62,2
-- layout make-up --
type                       instances  share of cell area [%]
timing repair buffer              13                    7.21
sequential                        30                    42.5
inverter                           7                    1.48
tap                              108                    7.63
clock buffer                       7                    4.88
clock inverter                     1                   0.283
multi-input combinational         89                    36.0
-- through the flow --
stage | util, % | total power, mW
finish | 20.2 | 0.920
global route | 20.2 | 0.962
CTS | 20.2 | 0.928
detailed placement | 19.2 | 0.547
global placement | 19.2 | 0.547
floorplan | - | 0.516
-- cells in the final DEF (no fill, tap or decap), types with 2 or more instances in the layout --
cell type	instances
dfrtp_1	29
nor2_1	14
clkdlybuf4s50_1	12
a22o_1	9
conb_1	7
inv_1	7
ha_1	7
nand2_1	6
clkbuf_8	6
nand3_1	4
xnor2_1	4
nor3_1	3
xor2_1	3
o21ai_0	3
and4b_1	2
and2_1	2
nand4_1	2
a21oi_1	2
or3_1	2
a21boi_1	2
-- layer usage --
metal  routed length (um)  part of all wire, %  GRT usage, %
met1                 1350                   51          6.43
met2                 1170                   44          5.82
met3                   99                  3.7          1.27
met4                   27                  1.0         0.413
met5                    0                    0             0
-- worst max-delay path, cell delays in order, from the launching register on --
cell and delay, ns:
dfrtp_1 0.42, inv_1 0.09, ha_1 0.21, nor4bb_1 0.46, a41oi_2 0.31, a22o_1 0.28
Power figures rest on the tool's default switching activity, not on a simulated workload.
